**/design/flow/config.mk**
```make
export PLATFORM = sky130hd
export DESIGN_NAME = float_multiply
export DESIGN_NICKNAME = float_multiply
export VERILOG_FILES = /design/flow/design.v
export SDC_FILE = /design/flow/constraint.sdc
export NUM_CORES = 4
export LEC_CHECK = 1
export CORE_UTILIZATION = 50
```
**/design/flow/constraint.sdc**
```tcl
current_design float_multiply

set clk_period 35.5
set clk_io_pct 0.2

create_clock -name clk0 -period $clk_period [get_ports {clk}]

set non_clock_inputs [all_inputs -no_clocks]
set_input_delay [expr $clk_period * $clk_io_pct] -clock clk0 $non_clock_inputs
set_output_delay [expr $clk_period * $clk_io_pct] -clock clk0 [all_outputs]
```
**/design/flow/design.v**
```verilog
module float_multiply (clk, reset, IN1, IN2, OUT);
input clk, reset;
input [31:0] IN1, IN2;
output [31:0] OUT;
reg [31:0] X1;
reg [31:0] X2;
reg [31:0] Y;
reg [2:0] stage;
reg [7:0] regAdd;
reg [23:0] regMulX1;
reg [23:0] regMulX2;
reg [47:0] regMulRES;
reg [45:0] resx_test1;
reg [45:0] resx_test2;
reg [45:0] resx_test3;
reg [45:0] resx_org;
reg [45:0] diffx1;
reg [45:0] diffx2;
reg [45:0] diffx3;
reg [45:0] diffx1_out;
reg [45:0] diffx2_out;
reg [45:0] diffx3_out;
reg [45:0] resy_test1;
reg [45:0] resy_test2;
reg [45:0] resy_test3;
reg [45:0] resy_org;
reg [45:0] diffy1;
reg [45:0] diffy2;
reg [45:0] diffy3;
reg [45:0] diffy1_out;
reg [45:0] diffy2_out;
reg [45:0] diffy3_out;
wire [31:0] xor1;
wire [31:0] xor2;
wire [31:0] des1;
wire [31:0] des2;
always @(posedge clk) begin
    if ((reset == 1'b1) || ((stage == 3'b111) && ((des1 != 32'b0) || (des2 != 32'b0)))) begin
	     X1 <= 32'b0;
	     X2 <= 32'b0;
	     Y <= 32'b0;
	     stage <= 3'b0;
	     regAdd <= 8'b0;
	     regMulX1 <= 24'b0;
	     regMulX2 <= 24'b0;
	     regMulRES <= 48'b0;
	     resx_test1 <= 46'b0;
	     resx_test2 <= 46'b0;
	     resx_test3 <= 46'b0;
	     resx_org <= 46'b0;
	     diffx1 <= 46'b0;
	     diffx2 <= 46'b0;
	     diffx3 <= 46'b0;
	     diffx1_out <= 46'b0;
	     diffx2_out <= 46'b0;
	     diffx3_out <= 46'b0;
	     resy_test1 <= 46'b0;
	     resy_test2 <= 46'b0;
	     resy_test3 <= 46'b0;
	     resy_org <= 46'b0;
	     diffy1 <= 46'b0;
	     diffy2 <= 46'b0;
	     diffy3 <= 46'b0;
	     diffy1_out <= 46'b0;
	     diffy2_out <= 46'b0;
	     diffy3_out <= 46'b0;
    end
    else if ((reset == 1'b0) && (stage == 3'b000)) begin
        X1 <= IN1;
        X2 <= IN2;
        Y <= 32'b0;
        stage <= 3'b001;
    end
    else if ((reset == 1'b0) && (stage == 3'b001)) begin
        regAdd <= X1[30:23] + X2[30:23];
        regMulX1[22:0] <= X1[22:0];
		  regMulX1[23] <= 1'b1;
        regMulX2 <= X2[22:0];
		  regMulX2[23] <= 1'b1;
        stage <= 3'b010;
    end
    else if ((reset == 1'b0) && (stage == 3'b010)) begin
        regMulRES <= regMulX1 * regMulX2;
        stage <= 3'b011;
    end
    else if ((reset == 1'b0) && (stage == 3'b011)) begin
        resx_test1[22:0] <= 23'b0;
	resx_test1[45:23] <= regMulRES[46:24] + 1'b1;
	resx_test2[22:0] <= 23'b0;
	resx_test2[45:23] <= regMulRES[46:24] - 1'b1;
        resx_test3[22:0] <= 23'b0;
	resx_test3[45:23] <= regMulRES[46:24];
        resx_org <= regMulRES[46:1];
        resy_test1[22:0] <= 23'b0;
	resy_test1[45:23] <= regMulRES[45:23] + 1'b1;
        resy_test2[22:0] <= 23'b0;
	resy_test2[45:23] <= regMulRES[45:23] - 1'b1;
	resy_test3[22:0] <= 23'b0;
	resy_test3[45:23] <= regMulRES[45:23];
	resy_org <= regMulRES[45:0];
        stage <= 3'b100;
    end
    else if ((reset == 1'b0) && (stage == 3'b100)) begin
        diffx1 <= resx_org - resx_test1;
        diffx2 <= resx_org - resx_test2;
        diffx3 <= resx_org - resx_test3;
        diffy1 <= resy_org - resy_test1;
        diffy2 <= resy_org - resy_test2;
        diffy3 <= resy_org - resy_test3;
        stage <= 3'b101;
    end
    else if ((reset == 1'b0) && (stage == 3'b101)) begin
        if (diffx1[45] == 1'b1)
            diffx1_out <= (~diffx1) + 1'b1;
        else diffx1_out <= diffx1;
        if (diffx2[45] == 1'b1)
            diffx2_out <= (~diffx2) + 1'b1;
        else diffx2_out <= diffx2;
        if (diffx3[45] == 1'b1)
            diffx3_out <= (~diffx3) + 1'b1;
        else diffx3_out <= diffx3;
        if (diffy1[45] == 1'b1)
            diffy1_out <= (~diffy1) + 1'b1;
        else diffy1_out <= (diffy1);
        if (diffy2[45] == 1'b1)
            diffy2_out <= (~diffy2) + 1'b1;
        else diffy2_out <= diffy2;
        if (diffy3[45] == 1'b1)
            diffy3_out <= (~diffy3) + 1'b1;
        else diffy3_out <= diffy3;
        stage <= 3'b110;
        end
    else if ((reset == 1'b0) && (stage == 3'b110)) begin
        if ((X1[30:0] == 31'b0) || (X2[30:0] == 31'b0)) begin
            Y[31:0] <= 32'b0;
        end
        else begin
            Y[31] <= X1[31] ^ X2[31];
            if (regMulRES [47] == 1'b1) begin
                Y[30:23] <= regAdd - 7'b1111110;        
                if ((diffx1_out <= diffx2_out) && (diffx1_out <= diffx3_out))
                    Y[22:0] <= regMulRES[46:24] + 1'b1;
                else if ((diffx2_out <= diffx1_out) && (diffx2_out <= diffx3_out))
                    Y[22:0] <= regMulRES[46:24] - 1'b1;
                else if ((diffx3_out <= diffx1_out) && (diffx3_out <= diffx2_out))
                    Y[22:0] <= regMulRES[46:24];
            end
            else begin
                Y[30:23] <= regAdd - 7'b1111111;
                if ((diffy1_out <= diffy2_out) && (diffy1_out <= diffy3_out))
                    Y[22:0] <= regMulRES[45:23] + 1'b1;
                else if ((diffy2_out <= diffy1_out) && (diffy2_out <= diffy3_out))
                    Y[22:0] <= regMulRES[45:23] - 1'b1;
                else if ((diffy3_out <= diffy1_out) && (diffy3_out <= diffy2_out))
                    Y[22:0] <= regMulRES[45:23];
            end
        end
        stage <= 3'b111;
    end
end
assign xor1 = IN1 ^ X1;
assign xor2 = IN2 ^ X2;
assign des1 = xor1[0] + xor1[1] + xor1[2] + xor1[3] + xor1[4] + xor1[5] + xor1[6] + xor1[7] + xor1[8] + xor1[9] + xor1[10] + xor1[11] + xor1[12] + xor1[13] + xor1[14] + xor1[15] + xor1[16] + xor1[17] + xor1[18] + xor1[19] + xor1[20] + xor1[21] + xor1[22] + xor1[23] + xor1[24] + xor1[25] + xor1[26] + xor1[27] + xor1[28] + xor1[29] + xor1[30] + xor1[31];
assign des2 = xor2[0] + xor2[1] + xor2[2] + xor2[3] + xor2[4] + xor2[5] + xor2[6] + xor2[7] + xor2[8] + xor2[9] + xor2[10] + xor2[11] + xor2[12] + xor2[13] + xor2[14] + xor2[15] + xor2[16] + xor2[17] + xor2[18] + xor2[19] + xor2[20] + xor2[21] + xor2[22] + xor2[23] + xor2[24] + xor2[25] + xor2[26] + xor2[27] + xor2[28] + xor2[29] + xor2[30] + xor2[31];
assign OUT = Y;
endmodule
```
**/design/flow/run.sh**
```bash
#!/bin/bash
# OpenROAD 26Q1-2900-gdf79404cd8, Yosys 0.63+post, stock flow scripts
make -C /OpenROAD-flow-scripts/flow DESIGN_CONFIG=/design/flow/config.mk WORK_HOME=/design/flow/orfs finish
```
==> results.cfg <==
; flow metrics
[hold_path]
hold_path.startpoint = resx_org[1]$_SDFFE_PP0P_
hp-class = flop to flop

[setup_path]
crit_buf_inv = 6
path_delay_family = adder cells
crit_start = IN1[11]
cpPeakStageDelay_ps = 610
critPathSlowestCell = o41ai_1
critPathRequiredTime_ps = 36080
arrival_ps = 15330
worst_setup_path_start_kind = input port
crit_type = input port to flop
crit_path_max_fanout = 158
r2r-start = regMulX1[20]$_SDFFE_PP0P_
cp_cell_sequence = clkdlybuf4s50_1 -> xnor2_1 -> fa_1 -> fa_1 -> fa_1 -> fa_1 -> fa_1 -> fa_1 -> inv_1 -> ha_1 -> fa_1 -> or4_1 -> o41ai_1 -> nor2b_4 -> buf_4 -> inv_8 -> buf_12 -> buf_4 -> a211oi_1
worst_setup_path_end_kind = flop
critPathMostFrequentCell = fa_1

[global_route]
track_usage_pct = 31.31
grt_pass1_wl_mm = 273.1
grt_overflow = 0
grt_max_degree = 167
grt_pass1_vias = 46740
antenna_found_initial = 4

[final_timing]
hold_ws_ps = 423.3
setup-violations-final = 0
fin_setup_tns_ps = 0
hold_viol = 0
finalCritPeriodShare_pct = 41.55
tightest_slew_ps = 865.4
skew_ps = 59.44
fmax_ghz = 0.06780
slew_viol_final = 0
fin_crit_ps = 14750
worst_slack_ps = 20750
slew_headroom_pct = 42.05
rsz0062_at_grt = false

[power]
power_frac_seq_pct = 38.8
p_int_mw = 1.396
leakage_nw = 27.56
p_switching_mw = 0.5601
pwr-share-clk_pct = 42.8
fin_total_pwr_mw = 1.956
peakVddDrop_uv = 55.77
pwr-share-comb_pct = 18.4
swShare_pct = 28.64
powerDensity_nw_per_um2 = 30.74

[clock_network]
path_clk_slew_ps = 60
holdBufCountCts = 0
cts_buffers = 79
root_buffer = clkbuf_16
cts.sinks = 663
post_cts_resize_count = 0
post_cts_buffers = 0
cts_tree = done
clk_latency_ps = 680
clk_path_buf_depth = 3
cts_max_level = 3

[die]
fp.dieW_um = 344.4
die_area_um2 = 118600
placementRows = 125
fp-utilization_pct = 50.44
core_um2 = 116200
io_pins = 98
chipHeight_um = 344.4

[final_layout]
layout-drive-gt1-share_pct = 4.359
final_area_um2 = 63620
synthToLayoutAreaGrowth_pct = 8.547
layout.cells.non_filler = 8614
fin_util_pct = 54.75
fillers = 10660

[drt]
first_pass_iters = 5
routed_wl_mm = 173.5
drt_iter0_markers = 2580
via_per_inst = 5.515
drc = 0
avgRoutedWirePerCell_um = 20.14
drtAntennaViolNets = 0
vias = 47500

[logic_synthesis]
synth-main-ff-cell = dfxtp_1
synth_area_leader_cell = dfxtp_1
syn_inst = 7141
common_cells = nand2_1, inv_1, dfxtp_1, fa_1, nor2_1
yosysMostFrequentCell = nand2_1
ys_chip_area_um2 = 58610
top_area_share_pct = 22.64
synth.yosys.seq_area_share_pct = 22.64
yosysWarnings = 1
synthDistinctLibCells = 90
synth_area_um2 = 58610
synth_stat.cells = 7141
edf_count = 0
ys_async_sr_fraction_pct = 0
avgSynthCellArea_um2 = 8.208
topCellsByArea = dfxtp_1, fa_1, ha_1
synth_flops = 663

[run_status]
status = complete, no violations

[placement]
pre_cts_ws_ps = 20320
port_buffers = 97
place_hpwl_mm = 128.8
post_dp_cell_area_um2 = 60960
place_inst = 8474
gp_congestion = 0.9859

[run]
drv_cap = 0
warning_count = 34
-- final cells by class --
cell class                 count  area, µm²  area share [%]
multi-input combinational   5221      40650           63.88
sequential                   663      13280           20.87
inverter                     839       3157           4.962
clock buffer                 116       2277           3.579
timing repair buffer         227       1972           3.099
tap                         1524       1907           2.997
clock inverter                23      386.6          0.6077
antenna                        1      2.502        0.003933
-- kinds of logic (layout without fill, tap and decap cells) --
group	Yosys count	in the layout	share of synthesized area [%]
adders and majority gates	1007	1007	28.35
DFF	663	663	22.64
muxes	92	92	1.571
AOI/OAI and AO/OA	1262	1262	13.48
other	0	1	0
and+or+nand+nor	2409	2409	19.11
buffers and inverters	1257	1205	8.107
xor gates and xnor gates	451	451	6.739
-- per-layer routing --
layer  GRT usage [%]  part of all wire (%)  vias up
met2           48.60                    46     1384
li1                -                     -    23300
met3           7.906                   7.2      267
met4           7.780                   3.1        6
met1           45.42                    43    22540
met5          0.4407                 0.056        -
-- power groups by stage --
stage,Sequential [mW],Combinational [mW],Clock [mW]
global route,0.759,0.429,0.884
CTS,0.758,0.366,0.853
finish,0.758,0.361,0.837
-- path summary, 6_finish.rpt --
path,endpoint,slack (ps),cells after the start
min,diffx1[1]$_SDFFE_PP0P_,420,2
min reg2reg,diffx1[1]$_SDFFE_PP0P_,420,2
max,diffy1_out[22]$_SDFFE_PP0P_,20750,19
max reg2reg,regMulRES[47]$_SDFFE_PP0P_,27240,23
-- worst reg2reg max path: stages (launching register included) --
cell and delay [ps]:
dfxtp_1 690, buf_4 370, nand2_1 130, fa_1 520, fa_1 520, fa_1 410
fa_1 490, inv_1 50, fa_1 480, fa_1 540, inv_1 50, fa_1 520
inv_1 40, ha_1 390, a21o_1 210, a21o_1 180, a21oi_1 340, nand2_1 110
nor4_1 610, o211ai_1 290, a31oi_1 480, o21ai_0 280, a41oi_1 290, nor4_1 70
-- state kept, by name (all words and copies together) (netlist names), 24 cells and up --
name	flops
X1	32
X2	32
Y	32
diffx1	46
diffx1_out	45
diffx2_out	45
diffy1_out	45
diffy2_out	45
regMulRES	48
regMulX2	24
resx_org	46
-- placed cells by master (no fill, tap or decap), types with 92 or more instances in the layout --
cell and count:
buf_4 128, and2_1 306, mux2i_1 92, o21ai_0 197, a21oi_1 488, nand3_1 101, xor2_1 224, nand2_1 1003
nor2_1 523, fa_1 535, inv_1 838, a211oi_1 291, xnor2_1 227, clkdlybuf4s50_1 97, ha_1 472, dfxtp_1 662
Power figures rest on the tool's default switching activity, not on a simulated workload.
